==> ./design.v <==
module counter (
    input wire clk,
    input wire reset,
    input wire enable,
    output reg [7:0] count,
    output wire max_reached
);
    wire intermediate1, intermediate2, intermediate3;
    assign intermediate1 = count[0] & count[1] | count[2];
    assign intermediate2 = count[3] ^ count[4] & count[5];
    assign intermediate3 = intermediate1 | (intermediate2 & count[6]);
    assign max_reached = intermediate3 & count[7] | (count == 8'hFF);
    always @(posedge clk or posedge reset) begin
        if (reset) begin
            count <= 8'h00;
        end else if (enable) begin
            count <= count + 1;
        end
    end
endmodule 
==> ./run.sh <==
#!/bin/bash
# OpenROAD 26Q1-2900-gdf79404cd8, Yosys 0.63+post, stock flow scripts
make -C /OpenROAD-flow-scripts/flow DESIGN_CONFIG=/design/flow/config.mk WORK_HOME=/design/flow/orfs finish
==> ./config.mk <==
export PLATFORM = sky130hd
export DESIGN_NAME = counter
export DESIGN_NICKNAME = counter
export VERILOG_FILES = /design/flow/design.v
export SDC_FILE = /design/flow/constraint.sdc
export NUM_CORES = 4
export LEC_CHECK = 1
export CORE_AREA = 10 10 70 70
export DIE_AREA = 0 0 80 80
==> ./constraint.sdc <==
current_design counter

set clk_period 1.7
set clk_io_pct 0.2

create_clock -name clk0 -period $clk_period [get_ports {clk}]

set non_clock_inputs [all_inputs -no_clocks]
set_input_delay [expr $clk_period * $clk_io_pct] -clock clk0 $non_clock_inputs
set_output_delay [expr $clk_period * $clk_io_pct] -clock clk0 [all_outputs]
==> out/metrics.cfg <==
[synth]
numSynthFlops=8
synth.area.top_cells=dfrtp_1 51%, xnor2_1 11%, ha_1 6.4%, inv_1 3.8%, nand4_1 3.2%
top_area_cell=dfrtp_1
flop_cell=dfrtp_1
top_cell_area_share=0.5112
synthArstFlopShare=1.000
synth-area-yosys_sq_um=391.6
edf_count=0
syn_area_sq_um=391.6
yosysWarnings=1
common_cells=8 x dfrtp_1, 5 x xnor2_1, 4 x inv_1, 3 x nand2_1
ys_seq_frac=0.5112
synth_cell_types=16
syn-instance-count=35
syn_area_per_cell_sq_um=11.19
ys_cells=35
top_cell=dfrtp_1

[clock_network]
root_buffer=clkbuf_4
path_clk_slew_ps=50
cts_buffer_depth=2
holdBufCountCts=0
clock-sinks=8
cts_max_level=1
cts_tree=yes
clock_latency_ps=250
numCtsBuffers=3

[floorplan]
rows=21
core-area_sq_mm=0.003416
design.portCount=12
die_y_um=80
chip_area_sq_mm=0.006400
dieWidth_um=80
fp_util=0.1147

[detailed_routing]
top_layer=met4
dr.pass1.iters=4
route.detailed.drc=0
detail_route.vias_per_cell=3.314
routed-wl-met3_um=161
drt-met1-wl_um=411
wl_met2_um=484
totalWireLength_mm=1.077
antenna_left=0
drt_iter0_markers=26
wl_per_cell_um=10.26
via_count=348
antenna_cells=0

[layout]
area_growth_pct=76.04
largest_register_ffs=8
drive_gt1_frac=0.3729
largest_register=count
finalInstanceArea_sq_um=689.4
fillCellCount=377
top_regs=count x8

[final_timing]
maxSlewViolCount=0
fin_skew_ps=4.846
clock.fmax_mhz=579.7
hold_viol=0
rsz0062_at_grt=yes
finalCritPeriodShare=1.015
final-setup-viol-count=1
period_minus_slack_ps=1725
worstMarginPinSlew_ps=306.3
setup_slack_ps=-24.96
hold-worst-slack_ps=338.1
slew_headroom=0.7956

[placement]
io_buffers=11
place_hpwl_um=783.6
postPlaceCellArea_sq_um=611.8
place_congestion=0.7660

[pwr]
power_leakage_nw=0.3031
vdd_drop_max_mv=0.3392
p_per_area_mw_per_mm2=1617

[global_routing]
first_global_vias=376
antenna_found_initial=0
grt_max_degree=9
grt_usage=0.03377
grt_first_pass_wirelength_mm=1.718
overflow=0

[run_status]
status=complete, but fails checks
violations=setup timing

[setup_path]
start_kind=register
critPathKind=register to primary output
worst_ep_required_time_ps=1360
reg2reg_to=count[7]$_DFFE_PP0P_
arrival_ps=1380
rr_worst_depth=5
reg2reg_slack_ps=530
worstSetupEndpoint=max_reached
r2r_start=count[0]$_DFFE_PP0P_
critPathCaptureType=primary output
crit_start=count[0]$_DFFE_PP0P_
crit_fanout=2

[job]
warnings=27
drv_cap=0

[min_path]
min_path_type=input port to async pin

==> report_power, final <==
group | switching (mW) | internal (mW) | total (mW)
Sequential | 0.0547 | 0.265 | 0.319
Clock | 0.0619 | 0.0806 | 0.143
Combinational | 0.235 | 0.418 | 0.653
Total | 0.352 | 0.763 | 1.11
==> per-stage QoR <==
step,setup WS [ps],TNS (ps),util,std cells,total power [mW]
floorplan,282.4,0,-,35,0.4915
global placement,-191.4,-191.4,0.1791,99,0.8428
detailed placement,-236.7,-236.7,0.1791,99,0.8545
CTS,-56.30,-56.30,0.1982,105,1.101
global route,-133.6,-133.6,0.2018,105,1.215
finish,-24.96,-24.96,0.2018,105,1.115
==> placed cells by master (no fill, tap or decap), types with 2 or more instances in the layout <==
cell type        synthesis  routed
buf_4                    0       9
nand4_1                  2       2
clkbuf_4                 0       3
inv_1                    4       3
dfrtp_1                  8       8
ha_4                     0       2
clkdlybuf4s50_1          0       9
o21ai_0                  2       2
xnor2_1                  5       5
nand2_1                  3       2
==> worst max-delay path: stages (launching register included) <==
cell and delay [ps]:
dfrtp_1 390, ha_4 160, buf_6 100, nand2_2 40
a41o_1 230, a21oi_2 110, buf_2 110
==> cell type report <==
type	count	area (sq um)	area share
clock buffers	3	22.52	0.03267
inverters	4	15.01	0.02178
multi-input cells	23	207.7	0.3013
flip-flops and latches	8	200.2	0.2904
well taps	46	57.56	0.08348
repair buffers	21	186.4	0.2704
==> worst min-delay path by stage <==
stage / start / endpoint / slack, ps
4_1_cts: reset / count[3]$_DFFE_PP0P_ / 350
5_1_grt: reset / count[1]$_DFFE_PP0P_ / 360
6_report: reset / count[3]$_DFFE_PP0P_ / 340
==> layer usage <==
metal | vias to the layer above | track usage
met3 | 4 | 0.02727
met4 | 0 | 0.005282
li1 | 170 | -
met1 | 163 | 0.03649
met5 | - | 0
met2 | 11 | 0.05136
==> cells by family after synthesis <==
family,share of synthesized area
AND/OR/NAND/NOR,0.1597
flip-flops,0.5112
XOR/XNOR,0.1342
AND-OR/OR-AND,0.06389
buffers and inverters,0.03833
adder cells (fa/ha/maj),0.06389
multiplexers,0.02875
==> timing repair <==
| action | CTS | global route |
|---|---|---|
| cloned | 0 | 0 |
| pin swaps | 3 | 1 |
| setup buffers | 3 | 0 |
| resized | 10 | 2 |
| endpoints found under the setup margin | 1 | 2 |
No activity file was given, so power comes from the tool's default toggle rates.
