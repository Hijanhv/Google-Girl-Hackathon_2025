--- /design/flow/run.sh ---
#!/bin/bash
# OpenROAD 26Q1-2900-gdf79404cd8, Yosys 0.63+post, stock flow scripts
make -C /OpenROAD-flow-scripts/flow DESIGN_CONFIG=/design/flow/config.mk WORK_HOME=/design/flow/orfs finish
--- /design/flow/config.mk ---
export PLATFORM = sky130hd
export DESIGN_NAME = alu
export DESIGN_NICKNAME = alu
export VERILOG_FILES = /design/flow/design.v
export SDC_FILE = /design/flow/constraint.sdc
export NUM_CORES = 4
export LEC_CHECK = 1
export CORE_UTILIZATION = 50
--- /design/flow/constraint.sdc ---
current_design alu

set clk_period 9.5
set clk_io_pct 0.2

create_clock -name clk0 -period $clk_period [get_ports {clk}]

set non_clock_inputs [all_inputs -no_clocks]
set_input_delay [expr $clk_period * $clk_io_pct] -clock clk0 $non_clock_inputs
set_output_delay [expr $clk_period * $clk_io_pct] -clock clk0 [all_outputs]
--- /design/flow/design.v ---
module alu (
    input wire clk,
    input wire reset,
    input wire [3:0] opcode,
    input wire [15:0] operand_a,
    input wire [15:0] operand_b,
    output reg [15:0] result,
    output wire overflow_flag
);
    wire [15:0] add_result, sub_result, and_result, or_result, xor_result;
    wire [15:0] shift_left, shift_right;
    wire [15:0] mult_result;
    wire carry_out, borrow;
    wire overflow_add, overflow_sub, overflow_mult;
    assign add_result = operand_a + operand_b;
    assign sub_result = operand_a - operand_b;
    assign and_result = operand_a & operand_b;
    assign or_result = operand_a | operand_b;
    assign xor_result = operand_a ^ operand_b;
    assign shift_left = operand_a << operand_b[3:0];
    assign shift_right = operand_a >> operand_b[3:0];
    assign mult_result = operand_a * operand_b;
    assign carry_out = (operand_a + operand_b) > 16'hFFFF;
    assign borrow = operand_a < operand_b;
    assign overflow_add = (operand_a[15] == operand_b[15]) && (add_result[15] != operand_a[15]);
    assign overflow_sub = (operand_a[15] != operand_b[15]) && (sub_result[15] != operand_a[15]);
    assign overflow_mult = (mult_result[15:0] != mult_result);
    assign overflow_flag = (opcode == 4'b0000) ? overflow_add :
                          (opcode == 4'b0001) ? overflow_sub :
                          (opcode == 4'b0010) ? overflow_mult :
                          (opcode == 4'b0011) ? carry_out :
                          (opcode == 4'b0100) ? borrow : 1'b0;
    always @(posedge clk or posedge reset) begin
        if (reset) begin
            result <= 16'h0000;
        end else begin
            case (opcode)
                4'b0000: result <= add_result;
                4'b0001: result <= sub_result;
                4'b0010: result <= mult_result[15:0];
                4'b0011: result <= and_result;
                4'b0100: result <= or_result;
                4'b0101: result <= xor_result;
                4'b0110: result <= shift_left;
                4'b0111: result <= shift_right;
                default: result <= 16'h0000;
            endcase
        end
    end
endmodule 
==> out/results.md <==
| Quantity | Reported | Unit |
| --- | --- | --- |
| Status | finished clean | - |
| Cells in synth_stat.txt | 1,016 | - |
| Number of port buffers | 54 | - |
| Critical Path AT | 8200 | ps |
| Diode count | 0 | - |
| Number of vias after detailed routing | 7,348 | - |
| Wire length of the first global-routing pass | 43,100 | um |
| Total of fill cells in the finished design | 1,434 | - |
| Worst slew margin relative to its limit | 0.5315 | - |
| Average footprint of a synthesized cell | 7.527 | um2 |
| Part of the power in combinational logic | 0.895 | - |
| DRC violation total after the first TritonRoute iteration | 633 | - |
| Sequential Power Share | 0.053 | - |
| Chip Height | 125.7 | um |
| Switching share of total power | 0.5323 | - |
| Pin count of the biggest net entering global routing | 53 | - |
| Number of failing setup endpoints in the final timing report | 0 | - |
| Buffer depth of the longest clock path | 2 | - |
| Max reg flops | 16 | - |
| Cts bufs inserted | 3 | - |
| Final Cycle Share | 0.8518 | - |
| Ratio of total power to cell area | 200.4 | mW/mm2 |
| Placeable Area | 0.01475 | mm2 |
| Register with the most flip-flops | result | - |
| Max Clk Rate | 0.1236 | GHz |
| Min-Delay Path Class | in -> async | - |
| Cell area after synthesis | 0.007647 | mm2 |
| Pins Over Slew Limit | 0 | - |
| Cell Rows | 44 | - |
| Antenna violations before repair | 0 | - |
| Clock Sink Count | 16 | - |
| Number of H-tree levels | 1 | - |
| Setup bufs post-CTS | 0 | - |
| Global-route usage over all layers | 0.3796 | - |
| Yosys warning total | 1 | - |
| Unique cell types | 71 | - |
| Routed wirelength normalized by instance count | 22.43 | um |
| Routed Wire Length | 27,460 | um |
| Number of flops mapped to enable cells by yosys | 0 | - |
| Overflow left after global routing | 0 | - |
| Highest metal layer with signal wires | met4 | - |
| Detail Placement HPWL | 21,650 | um |
| Chip Area, Yosys | 0.007647 | mm2 |
| Accumulated negative setup slack | 0 | ps |
| Via count of the first global-routing pass | 7,353 | - |
| Pre-Repair DR Iteration Count | 21 | - |
| Ranking of synthesized cells by instance count | 154 x sky130_fd_sc_hd__inv_1, 130 x sky130_fd_sc_hd__nor2_1, 106 x sky130_fd_sc_hd__nand2_1 | - |
| Switching Power | 897.2 | uW |
| Post-synthesis cell type with the largest combined area | sky130_fd_sc_hd__fa_1 | - |
| Biggest fanout along the worst timing path | 17 | - |
| Post-route ant nets | 0 | - |
| DR DRC count | 0 | - |
| Floorplan die area | 0.01579 | mm2 |
| Unrepaired setup endpoints after global routing | false | - |
| Routability congestion estimate from global placement | 1.041 | - |
| Maximum Capacitance Violations | 0 | - |
| TritonCTS clock tree | done | - |
| Tally of OpenROAD warnings | 59 | - |
| Maximum VDD drop | 0.0002011 | V |
| Main area contributors | sky130_fd_sc_hd__fa_1 21%, sky130_fd_sc_hd__ha_1 16%, sky130_fd_sc_hd__inv_1 7.6% | - |
| Post-CTS clock slew at the launch and capture registers of the worst setup and hold paths | 50 | ps |
| Sort of element at the end of the critical path | register | - |
| Top FF cell, synth | sky130_fd_sc_hd__dfrtp_1 | - |
| IO Count | 55 | - |
| Wire length the detailed router placed on met1 | 11,430 | um |
| Type of origin of the critical path | input pin | - |
| Amount of wire on met3 after detailed routing | 2757 | um |
| Cell-internal power | 788.3 | uW |
| Number of gates given a new drive strength after cts | 0 | - |
| Fin. Hold Viols | 0 | - |
| Lkg Pwr | 0.004015 | uW |
| Die boundary width | 125.7 | um |
| Fraction of power consumed by the clock network | 0.053 | - |
| Measured slew at the worst slew-check pin | 702.0 | ps |
| Area growth from synthesis to layout | 9.997 | % |
| Most frequent cell after synthesis | sky130_fd_sc_hd__inv_1 | - |
| Critical setup path kind | in -> reg | - |
| Post-Place Cell Area | 0.008323 | mm2 |
| Hold Buf Count CTS | 0 | - |
| Fraction of layout instances using a drive strength above 1 | 0.04712 | - |
| Average vias per placed instance | 6.003 | - |
| Met2 routed WL | 12,120 | um |
| Final critical-path required period | 8093 | ps |
| Root Driver | sky130_fd_sc_hd__clkbuf_16 | - |
| Gate Count Post-Synth | 1,016 | - |
| Floorplan Utilization | 0.5183 | - |
| Flop and latch count out of synthesis | 16 | - |
| Proportion of register bits with asynchronous set or reset after synthesis | 1.000 | - |
| Largest registers | result: 16 flops | - |
| Post-synthesis sequential area ratio | 0.05236 | - |
| Area of all placed cells without fillers | 0.008412 | mm2 |
| Required time of the worst setup path | 9610 | ps |
| Top area contributor share | 0.2120 | - |
## final cells by class
type | count | area, um2 | share of cell area
clock buffers | 4 | 88.84 | 0.01056
inverters | 162 | 608.1 | 0.07229
multi-input cells | 785 | 6411 | 0.7622
flip-flops and latches | 16 | 400.4 | 0.04760
well taps | 184 | 230.2 | 0.02737
repair buffers | 73 | 673.1 | 0.08002
## worst max path at each step
stage	from	to	slack, ps	cells past startpoint
5_1_grt	operand_b[3]	result[13]	1130	23
4_1_cts	operand_b[3]	result[13]	1560	23
6_report	operand_b[3]	result[13]	1410	23
## stage by stage
stage / worst slack (ps) / util / power (uW) / hold slack [ps] / instances
6_report: 1407 / 0.5701 / 1686 / 2028 / 1224
5_1_grt: 1134 / 0.5701 / 1841 / 2115 / 1224
4_1_cts: 1564 / 0.5701 / 1679 / 2047 / 1224
3_5_place_dp: 1312 / 0.5641 / 1580 / 2304 / 1220
3_3_place_gp: 1405 / 0.5641 / 1576 / 2304 / 1220
2_1_floorplan: 2026 / - / 1146 / 1814 / 1016
## power groups by stage
stage / Sequential [uW] / Combinational [uW] / Clock, uW
6_report: 88.5 / 1510 / 89.0
4_1_cts: 89.0 / 1500 / 91.4
5_1_grt: 89.7 / 1650 / 98.1
## layer usage
| metal | track usage | vias up |
|---|---|---|
| li1 | - | 3413 |
| met1 | 0.5476 | 3491 |
| met2 | 0.5654 | 369 |
| met3 | 0.1074 | 75 |
| met4 | 0.1277 | 0 |
| met5 | 0 | - |
## worst max-delay path: stages
cell,delay [ps]
sky130_fd_sc_hd__clkdlybuf4s50_1,460
sky130_fd_sc_hd__buf_4,300
sky130_fd_sc_hd__clkinv_1,530
sky130_fd_sc_hd__nor2_1,270
sky130_fd_sc_hd__fa_1,440
sky130_fd_sc_hd__inv_1,90
sky130_fd_sc_hd__fa_1,380
sky130_fd_sc_hd__inv_1,60
sky130_fd_sc_hd__ha_1,130
sky130_fd_sc_hd__inv_1,50
sky130_fd_sc_hd__fa_1,490
sky130_fd_sc_hd__inv_1,50
sky130_fd_sc_hd__fa_1,520
sky130_fd_sc_hd__inv_1,50
sky130_fd_sc_hd__fa_1,470
sky130_fd_sc_hd__inv_1,50
sky130_fd_sc_hd__ha_1,200
sky130_fd_sc_hd__or3_1,450
sky130_fd_sc_hd__o2111ai_1,300
sky130_fd_sc_hd__a21boi_0,160
sky130_fd_sc_hd__or3_1,360
sky130_fd_sc_hd__a31oi_1,330
sky130_fd_sc_hd__o211ai_1,140
## placed cells by master, fill, tap and decap left out, types with 15 or more instances in the layout
master,count
sky130_fd_sc_hd__a21oi_1,46
sky130_fd_sc_hd__buf_4,19
sky130_fd_sc_hd__clkdlybuf4s50_1,52
sky130_fd_sc_hd__dfrtp_1,16
sky130_fd_sc_hd__fa_1,81
sky130_fd_sc_hd__ha_1,100
sky130_fd_sc_hd__inv_1,154
sky130_fd_sc_hd__nand2_1,106
sky130_fd_sc_hd__nor2_1,130
sky130_fd_sc_hd__nor3_1,15
sky130_fd_sc_hd__o21ai_0,61
sky130_fd_sc_hd__xnor2_1,39
## kinds of logic after synthesis
family,Yosys count,synth area share
AOI/OAI and AO/OA,227,0.1983
xor gates and xnor gates,52,0.06135
adders and majority gates,181,0.3757
buffers and inverters,215,0.1093
DFF,16,0.05236
muxes,22,0.03338
and+or+nand+nor,303,0.1697
Power figures rest on the tool's default switching activity, not on a simulated workload.
