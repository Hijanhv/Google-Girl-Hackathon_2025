## /design/flow/constraint.sdc

```tcl
current_design fifo_controller

set clk_period 5.0
set clk_io_pct 0.2

create_clock -name clk0 -period $clk_period [get_ports {clk}]

set non_clock_inputs [all_inputs -no_clocks]
set_input_delay [expr $clk_period * $clk_io_pct] -clock clk0 $non_clock_inputs
set_output_delay [expr $clk_period * $clk_io_pct] -clock clk0 [all_outputs]
```

## /design/flow/design.v

```verilog
module fifo_controller (
    input wire clk,
    input wire reset,
    input wire write_en,
    input wire read_en,
    input wire [7:0] data_in,
    output reg [7:0] data_out,
    output wire full,
    output wire empty,
    output wire almost_full,
    output wire almost_empty
);
    reg [3:0] write_ptr;
    reg [3:0] read_ptr;
    reg [4:0] count;
    reg [7:0] memory [0:15];
    assign empty = (count == 0);
    assign full = (count == 16);
    wire half_full = (count >= 8);
    wire quarter_full = (count >= 4);
    wire three_quarters_full = (count >= 12);
    assign almost_empty = !empty && (count <= 2);
    assign almost_full = !full && (count >= 14);
    wire overflow_warning = full && write_en;
    wire underflow_warning = empty && read_en;
    wire error_condition = overflow_warning || underflow_warning;
    wire debug_trigger = error_condition && (half_full ^ quarter_full) && three_quarters_full;
    always @(posedge clk or posedge reset) begin
        if (reset) begin
            write_ptr <= 4'h0;
        end else if (write_en && !full) begin
            memory[write_ptr] <= data_in;
            write_ptr <= write_ptr + 1;
        end
    end
    always @(posedge clk or posedge reset) begin
        if (reset) begin
            read_ptr <= 4'h0;
            data_out <= 8'h00;
        end else if (read_en && !empty) begin
            data_out <= memory[read_ptr];
            read_ptr <= read_ptr + 1;
        end
    end
    always @(posedge clk or posedge reset) begin
        if (reset) begin
            count <= 5'h0;
        end else begin
            case ({read_en && !empty, write_en && !full})
                2'b01: count <= count + 1;
                2'b10: count <= count - 1;
                2'b11: count <= count;
                2'b00: count <= count;
            endcase
        end
    end
endmodule 
```

## /design/flow/config.mk

```make
export PLATFORM = sky130hd
export DESIGN_NAME = fifo_controller
export DESIGN_NICKNAME = fifo_controller
export VERILOG_FILES = /design/flow/design.v
export SDC_FILE = /design/flow/constraint.sdc
export NUM_CORES = 4
export LEC_CHECK = 1
export CORE_UTILIZATION = 40
```

## /design/flow/run.sh

```bash
#!/bin/bash
# OpenROAD 26Q1-2900-gdf79404cd8, Yosys 0.63+post, stock flow scripts
make -C /OpenROAD-flow-scripts/flow DESIGN_CONFIG=/design/flow/config.mk WORK_HOME=/design/flow/orfs finish
```

==> results.tsv <==
stage	metric	value	unit
logic_synthesis	Post-Syn Instances	442	
layout	fraction of layout cells with a size suffix above 1	0.104	
logic_synthesis	most common flop cell mapped by yosys	sky130_fd_sc_hd__edfxtp_1	
critical_path	required time at the worst-slack endpoint	5.29	ns
floorplan	Die Height	128	µm
critical_path	worst setup path category	reg2reg	
critical_path	Register-to-Register Path Depth	11	
logic_synthesis	top area cells in the synthesized netlist	sky130_fd_sc_hd__edfxtp_1 61%, sky130_fd_sc_hd__dfrtp_1 8.3%, sky130_fd_sc_hd__a22oi_1 3.0%	
timing	Least-Margin Pin Slew	0.826	ns
placement	routability cong.	0.855	
clock_tree	maximum number of buffers from clock root to sink	2	
floorplan	I/O pins	24	
timing	highest clock rate	302	MHz
global_routing	pin count of the biggest net entering global routing	52	
timing	worst max-slew margin expressed relative to the limit	0.449	
detailed_routing	detailed-route via count	3736	
clock_tree	Setup Buffers After CTS	0	
floorplan	Chip Footprint	0.0163	mm²
logic_synthesis	mean instance size in the synthesized netlist	14.3	µm²
logic_synthesis	chip area estimate from yosys synthesis	0.00632	mm²
clock_tree	TritonCTS Sinks	149	
clock_tree	H-tree depth reported by CTS	4	
timing	min Tclk post-route	3.31	ns
detailed_routing	antenna cells	0	
pwr	IR drop worst, VDD	0.319	mV
min_path	Hold Crit Class	reg2reg	
timing	number of slew-limit violations in the final report	0	
timing	final count of hold timing violations	0	
clock_tree	Num CTS Buffers	17	
placement	number of buffers added on ports	23	
critical_path	nature of the critical path startpoint	flop	
clock_tree	number of instances resized during post-cts repair	0	
pwr	Leakage	2.44	nW
floorplan	number of cell rows	45	
critical_path	worst setup slack for register-to-register paths	1.69	ns
detailed_routing	detailed-route wire length	13.4	mm
layout	number of fill cells in the layout	1337	
global_routing	initial antenna violation count	0	
detailed_routing	ratio of routed vias to standard cells	5.41	
run	number of max-cap violations	0	
layout	Seq. cell area	0.00437	mm²
logic_synthesis	yosys stat cell total	442	
layout	Area Growth Syn to Fin	14.2	%
logic_synthesis	flops out of synthesis	149	
clock_tree	clock-pin slew on the worst setup and hold paths	0.06	ns
critical_path	maximum fanout along the worst path	14	
run	total number of warnings across the stage logs	32	
logic_synthesis	Yosys warning count	2	
clock_tree	Hold-fix buffers, CTS	0	
clock_tree	clk latency late pin	0.42	ns
logic_synthesis	area of the mapped netlist	0.00632	mm²
clock_tree	clock tree from TritonCTS	done	
outcome	run status	completed	
layout	Core Util, Final	0.471	
clock_tree	Root Buffer	sky130_fd_sc_hd__clkbuf_16	
critical_path	CP endpoint kind	flop	
detailed_routing	starting DRC count in detailed routing	352	
global_routing	number of global-route vias before repair	3799	
pwr	Cell Pwr Density	551	mW/mm²
timing	clk_skew	0.00789	ns
logic_synthesis	leading area contributor after synthesis	sky130_fd_sc_hd__edfxtp_1	
detailed_routing	total DRC errors in the routed layout	0	
logic_synthesis	proportion of register bits with asynchronous set or reset after synthesis	0.141	
timing	setup repair after global routing missed its margin	no	
critical_path	critical path arrival	3.60	ns
logic_synthesis	EDFF count, synth	128	
timing	setup TNS	0	ns
floorplan	floorplan-stage core utilization	0.413	
timing	Period Utilization, post-route	0.662	
timing	final setup violation count	0	
layout	Logic cell area	0.00174	mm²
placement	final HPWL from detailed placement	8.49	mm
global_routing	gr usage total	0.191	
global_routing	total grt overflow	0	
logic_synthesis	Synth top area share	0.608	
floorplan	overall die width	128	µm
detailed_routing	number of nets with antenna violations after routing	0	
logic_synthesis	share of the yosys chip area belonging to registers	0.691	
global_routing	wire length of the first global-routing pass	21.4	mm
logic_synthesis	count of cell types in the netlist	54	
detailed_routing	drt wl/cell	19.5	µm
detailed_routing	TritonRoute pass-1 iters	5	
floorplan	area inside the core boundary	0.0153	mm²
min_path	depth of the worst hold-timing path	2	
[stage by stage]
stage               instance area (µm²)  hold slack [ns]  std cells  power [mW]  worst slack (ns)
floorplan                          6320            0.426        442        2.55              2.36
finish                             7210            0.499        690        3.98              1.69
global placement                   6730            0.489        660        2.93              1.57
CTS                                7210            0.507        690        4.00              1.70
detailed placement                 6730            0.494        660        2.95              1.50
global route                       7210            0.558        690        4.20              1.33
[final cells by class]
type | count | area share
multi-input combinational | 256 | 0.242
inverter | 9 | 0.00468
tap | 211 | 0.0366
clock inverter | 8 | 0.00520
clock buffer | 22 | 0.0616
timing repair buffer | 35 | 0.0444
sequential | 149 | 0.606
[worst max-delay path, cell delays in order (launching register included)]
cell and delay, ns:
sky130_fd_sc_hd__dfrtp_1 0.47, sky130_fd_sc_hd__or2_4 0.33, sky130_fd_sc_hd__o41ai_4 0.64, sky130_fd_sc_hd__inv_1 0.40
sky130_fd_sc_hd__ha_1 0.42, sky130_fd_sc_hd__xor2_1 0.18, sky130_fd_sc_hd__ha_1 0.23, sky130_fd_sc_hd__nand2_1 0.07
sky130_fd_sc_hd__nor2_1 0.04, sky130_fd_sc_hd__o21ai_0 0.15, sky130_fd_sc_hd__a31oi_1 0.11, sky130_fd_sc_hd__xor2_1 0.15
[cell usage after synthesis, drive strengths merged, types with 7 or more instances]
| master | number |
|---|---|
| a21oi | 7 |
| nor2 | 25 |
| ha | 11 |
| edfxtp | 128 |
| inv | 9 |
| a32o | 7 |
| xnor2 | 9 |
| nor3 | 7 |
| clkbuf | 9 |
| buf | 19 |
| nand2 | 37 |
| nand3 | 14 |
| a22oi | 25 |
| dfrtp | 21 |
| o21ai | 27 |
| mux2i | 17 |
[placed cells by master (no fill, tap or decap), types with 4 or more instances in the layout]
master                            netlist  routed
sky130_fd_sc_hd__nand2_1               37      37
sky130_fd_sc_hd__inv_1                  9       9
sky130_fd_sc_hd__nor3_1                 6       6
sky130_fd_sc_hd__clkdlybuf4s50_1        0      23
sky130_fd_sc_hd__o21ai_0               24      24
sky130_fd_sc_hd__nor2b_1                5       5
sky130_fd_sc_hd__buf_4                  3      12
sky130_fd_sc_hd__dfrtp_1               21      20
sky130_fd_sc_hd__xor2_1                 4       4
sky130_fd_sc_hd__a22oi_1               25      25
sky130_fd_sc_hd__nor2_1                24      24
sky130_fd_sc_hd__clkinv_1               0       5
sky130_fd_sc_hd__mux2i_1               17      17
sky130_fd_sc_hd__o22ai_1                6       6
sky130_fd_sc_hd__clkbuf_1               7       5
sky130_fd_sc_hd__nand4_1                6       6
sky130_fd_sc_hd__xnor2_1                9       9
sky130_fd_sc_hd__a211oi_1               5       5
sky130_fd_sc_hd__nand2b_1               5       5
sky130_fd_sc_hd__nand3_1               14      14
sky130_fd_sc_hd__ha_1                  11      11
sky130_fd_sc_hd__clkbuf_16              0      17
sky130_fd_sc_hd__a32o_1                 7       7
sky130_fd_sc_hd__edfxtp_1             128     128
sky130_fd_sc_hd__a31oi_1                5       5
sky130_fd_sc_hd__a21oi_1                6       6
sky130_fd_sc_hd__mux2_2                 4       4
sky130_fd_sc_hd__a21boi_2               4       4
[worst paths after layout]
path / startpoint / endpoint
setup / recovery: count[2] / count[4]
hold / removal: data_out[4] / data_out[4]
setup reg to reg: count[2] / count[4]
hold reg to reg: data_out[4] / data_out[4]
max in group asynchronous: reset / read_ptr[2]
min in group asynchronous: reset / count[1]
[layer usage]
layer | GRT usage | up-vias | share of wire
met5 | 0 | - | 0
met4 | 0.0201 | 0 | 0.016
met3 | 0.103 | 13 | 0.12
met2 | 0.289 | 187 | 0.48
met1 | 0.270 | 1798 | 0.39
li1 | - | 1738 | -
[power by group]
group,total [mW],leakage [nW],internal [mW],switching (mW)
combinational,1.29,0.800,0.521,0.764
sequential,1.63,1.40,1.50,0.137
clock,1.06,0.235,0.617,0.439
total,3.98,2.44,2.64,1.34
[state kept, by name (all words and copies together) (netlist names)]
signal,flops
count,5
data_out,8
memory,128
read_ptr,4
write_ptr,4
[logic make-up after synthesis]
family | synth area share
adders and majority gates | 0.0218
and+or+nand+nor | 0.0895
DFF | 0.691
muxes | 0.0341
buffers and inverters | 0.0325
xor gates and xnor gates | 0.0180
AOI/OAI and AO/OA | 0.113
Power figures rest on the tool's default switching activity, not on a simulated workload.
